--- flow/design.v ---
module Reg_Manager(r1Idx, r2Idx, writeM, writeIdx, writeData, r1Data, r2Data);
    input [1 : 0] r1Idx;
    input [1 : 0] r2Idx; 
    input writeM;
    input [1 : 0] writeIdx;
    input [16 - 1 : 0] writeData;
    output [16 - 1 : 0] r1Data;
    output [16 - 1 : 0] r2Data;
    reg [16 - 1 : 0] registers [3 : 0];
    assign r1Data = registers[r1Idx];
    assign r2Data = registers[r2Idx];
    initial begin
        registers[0] = 0;
        registers[1] = 0;
        registers[2] = 0;
        registers[3] = 0;
    end
    always @(posedge writeM) begin
        registers[writeIdx] = writeData;
    end
endmodule
--- flow/constraint.sdc ---
current_design Reg_Manager

set clk_period 2.2
set clk_io_pct 0.2

create_clock -name clk0 -period $clk_period [get_ports {writeM}]

set non_clock_inputs [all_inputs -no_clocks]
set_input_delay [expr $clk_period * $clk_io_pct] -clock clk0 $non_clock_inputs
set_output_delay [expr $clk_period * $clk_io_pct] -clock clk0 [all_outputs]
--- flow/run.sh ---
#!/bin/bash
# OpenROAD 26Q1-2900-gdf79404cd8, Yosys 0.63+post, stock flow scripts
make -C /OpenROAD-flow-scripts/flow DESIGN_CONFIG=/design/flow/config.mk WORK_HOME=/design/flow/orfs finish
--- flow/config.mk ---
export PLATFORM = sky130hd
export DESIGN_NAME = Reg_Manager
export DESIGN_NICKNAME = Reg_Manager
export VERILOG_FILES = /design/flow/design.v
export SDC_FILE = /design/flow/constraint.sdc
export NUM_CORES = 4
export LEC_CHECK = 1
export CORE_UTILIZATION = 50
==> summary.json <==
{
  "hold_path": {
    "hold_end": "registers[1][10]",
    "min_delay_src": "writeData[10]",
    "hold_path_class": "input port to flop",
    "holdPathStages": 1
  },
  "route": {
    "wl_per_cell_um": 22.4,
    "initialDrtViolationCount": 72,
    "drt-vias-per-instance": 5.82,
    "drt_first_pass_iters": 6,
    "dr_total_vias": 1473,
    "insertedDiodeCount": 0,
    "route.detailed.drc": 0,
    "detail-route-antenna-nets": 0,
    "total_wire_length_um": 5660
  },
  "final_timing": {
    "final.min_clock_period_ns": 2.17,
    "hold-worst-slack_ns": 0.740,
    "fmax_mhz": 462,
    "final_hold_viol_count": 0,
    "post-route-period-util_pct": 98.5,
    "tightest_slew_ns": 0.274,
    "setup_viol_count_final": 0,
    "timing.final.max_slew_violations": 0,
    "setup_repair_after_global_routing_missed_its_margin": "no",
    "slew_hr_pct": 81.7
  },
  "synth": {
    "postSynthRegisterBits": 64,
    "synth-seq-area-share_pct": 68.8,
    "synthesis.area_per_instance_um2": 25.9,
    "synthCells": 108,
    "yosys_area_mm2": 0.00279,
    "syn_area_mm2": 0.00279,
    "synth.lib_cells_used.distinct": 9,
    "synth.yosys.num_cells": 108,
    "synth.yosys.warnings": 1
  },
  "pwr": {
    "pwr-share-clk_pct": 32.6,
    "ir_worst_vdd_mv": 0.494,
    "power.combinational.fraction_pct": 14.5,
    "netSwitchingPower_mw": 0.549,
    "leakage_nw": 1.31,
    "power.density_cell_area_mw_per_mm2": 736,
    "part_of_the_power_in_registers_pct": 52.9,
    "total_power_mw": 2.79,
    "sw_frac_of_total_pct": 19.7,
    "p_int_mw": 2.24
  },
  "cts": {
    "hold_buffers": 0,
    "root_buffer": "sky130_fd_sc_hd__clkbuf_8",
    "tritoncts.num_buffers": 9,
    "clock_tree_from_tritoncts": "built",
    "cts_buffer_depth": 2,
    "clk_pin_slew_worst_paths_ns": 0.06,
    "post_cts.repair.setup_buffers": 0,
    "number_of_levels_the_h_tree_was_split_into": 3,
    "clkSinkCount": 64
  },
  "setup_path": {
    "arrival_ns": 1.73,
    "worstSetupStartpoint": "r1Idx[0]",
    "cp_top_family": "buffers and inverters",
    "critical_path_buf_inv_count": 3,
    "worstPathCellList": "buf_4 > buf_6 > mux4_1 > clkdlybuf4s50_1",
    "cp-start-kind": "input port",
    "worstSetupEndpointType": "output port",
    "crit_path_max_fanout": 7,
    "critical_path.max_stage_delay_ns": 0.57,
    "criticalPathCategory": "input port to output port",
    "crit_required_ns": 1.76,
    "slowest_stage": "sky130_fd_sc_hd__mux4_1"
  },
  "finish": {
    "final-comb-area_um2": 792,
    "layout.cell_area.non_filler_mm2": 0.00379,
    "post_route_cells_drive_above_1_share_pct": 29.5,
    "area.sequential_mm2": 0.00192,
    "mostFrequentLayoutCell": "sky130_fd_sc_hd__edfxtp_1",
    "final_cell_mix": "64 x sky130_fd_sc_hd__edfxtp_1, 50 x sky130_fd_sc_hd__clkdlybuf4s50_1, 21 x sky130_fd_sc_hd__mux4_2",
    "syn_to_final_growth_pct": 35.8,
    "largest_register_ffs": 64,
    "layout.filler_cells": 309
  },
  "global_routing": {
    "gr-usage-all-layers_pct": 24.4,
    "largest_net_degree_at_the_start_of_global_routing": 17,
    "antenna_found_initial": 0,
    "grt_pass1_wl_um": 9070,
    "number_of_global_route_vias_before_repair": 1792,
    "grt-ovfl-total": 0
  },
  "status": {
    "run_status": "finished clean"
  },
  "floorplan": {
    "floorplan.core_util_pct": 53.3,
    "die_w_um": 76.7,
    "die.size.y_um": 76.7,
    "num_io_pins": 55,
    "fp.dieArea_mm2": 0.00589,
    "placement_rows": 26,
    "coreArea_mm2": 0.00524
  },
  "flow_run": {
    "timing.max_cap.violations": 0,
    "openroad.warnings": 26
  },
  "placed_design": {
    "finalWeightedCongestion": 0.713,
    "placed_standard_cell_area_mm2": 0.00350,
    "numPortBuffers": 54
  }
}
==> metal layers <==
layer	routed length, um	vias to the layer above	share of wire, %	GRT usage (%)
li1	-	637	-	-
met2	3090	96	55	39.8
met3	574	13	10	10.4
met4	148	0	2.6	5.38
met1	1850	727	33	34.2
met5	0	-	0	1.82
==> final cells by class <==
type                            instances  share of cell area (%)
Multi-Input combinational cell         36                    20.9
Sequential cell                        64                    50.7
Tap cell                               70                    2.31
Clock inverter                          4                    1.22
Timing Repair Buffer                   68                    21.4
Clock buffer                           11                    3.47
==> kinds of logic after synthesis <==
logic type    synth area share (%)
simple gates                 0.806
mux                           27.4
buf+inv                       2.96
flops                         68.8
==> through the flow <==
stage	TNS [ns]	instances	util (%)	setup WS [ns]
final	0	253	72.4	0.0340
after detailed placement	-11.40	234	66.7	-0.439
after global routing	0	253	72.4	0.00296
after global placement	-11.04	234	66.7	-0.409
after floorplan	0	108	-	0.605
after CTS	0	253	72.7	0.0116
==> power groups by stage <==
stage,Sequential (mW),Combinational (mW),Clock (mW)
after CTS,1.47,0.414,0.929
after global routing,1.49,0.434,0.977
final,1.48,0.405,0.908
==> worst max path at each step <==
stage,end,slack (ns),cells after the start
after CTS,r1Data[4],0.01,4
after global routing,r1Data[0],0.003,4
final,r1Data[0],0.03,4
==> cells in the mapped netlist (all sizes together) <==
cell    number  share of area, %
edfxtp      64                69
mux4        32                27
buf          8               3.0
nor2b        2              0.45
and2         1              0.22
nor2         1              0.13
==> what timing repair did <==
item / CTS / global route
endpoints found under the setup margin: 32 / 14
cloned: 4 / 0
gates resized: 19 / 3
pin swaps: 0 / 0
Power and IR drop assume default switching activity.
