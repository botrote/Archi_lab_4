## /design/flow/design.v

```verilog
module MUX4_1 (i1, i2, i3, i4, s, result);
    input [16 - 1 : 0] i1;
    input [16 - 1 : 0] i2;
    input [16 - 1 : 0] i3;
    input [16 - 1 : 0] i4;
    input [1 : 0] s;
    output [16 - 1 : 0] result;
    assign result = s[1] ? (s[0] ? i4 : i3) : (s[0] ? i2 : i1); 
endmodule
```

## /design/flow/run.sh

```bash
#!/bin/bash
# OpenROAD 26Q1-2900-gdf79404cd8, Yosys 0.63+post, stock flow scripts
make -C /OpenROAD-flow-scripts/flow DESIGN_CONFIG=/design/flow/config.mk WORK_HOME=/design/flow/orfs finish
```

## /design/flow/config.mk

```make
export PLATFORM = sky130hd
export DESIGN_NAME = MUX4_1
export DESIGN_NICKNAME = MUX4_1
export VERILOG_FILES = /design/flow/design.v
export SDC_FILE = /design/flow/constraint.sdc
export NUM_CORES = 4
export LEC_CHECK = 1
export CORE_AREA = 10 10 71 71
export DIE_AREA = 0 0 81 81
```

## /design/flow/constraint.sdc

```tcl
current_design MUX4_1

set clk_period 1.1
set clk_io_pct 0.2

create_clock -name clk0 -period $clk_period

set non_clock_inputs [all_inputs -no_clocks]
set_input_delay [expr $clk_period * $clk_io_pct] -clock clk0 $non_clock_inputs
set_output_delay [expr $clk_period * $clk_io_pct] -clock clk0 [all_outputs]
```

==> results.txt <==
Implementation results

OpenSTA lists the critical path startpoint as s[0]. The static power due to leakage is 0.566 nW. The count of cells in the finished layout, fillers not included, comes to 150. Per the detail_route report, inserted antenna diodes total 0.

The worst slew margin relative to its limit is 93.9%. The post-route setup TNS is -2.80 ns. The cell type group with the largest total delay on the critical path is multiplexers. The worst setup path is of the input port to output port kind. The yosys stat cell total is 20. The pre-antenna-repair detailed-routing pass consisted of 2 iterations. The count of routing violations after the opening detailed-route iteration is 4. The footprint of the flip-flops and latches is 0 um2. In this run the critical path is formed by buf_12 -> buf_16 -> mux4_2 -> buf_2. The switching component of the power was reported as 0.0000992 W.

Nets still carrying antenna violations after routing amount to 0. The logic gate share of total power is 100.0%. The layout has 417 filler cells. The first global-routing pass estimated between 4000 and 5000 um of wire. The number of antenna violations at the first check in global routing is 0.

Looking at the VDD voltage map, the peak drop is 0.164 mV. The report lists the power per cell area as 328 nW/um2. The post-synthesis cell area is 424 um2. In the final report, the number of endpoints failing setup comes to 16. Relative to the synthesized area, the layout overhead comes to 180%. The final wirelength is 2900 um. The summed standard-cell area reported by yosys is 424 um2. Input and output buffers added on the ports amount to 82. The number of vias per cell after detailed routing is 4.05.

Checking hold timing, the worst path is listed with class input port to output port. The sequential power share is 0%. The checks that failed: setup timing. The final layout contains a sequential cell count of 0. The die extent in x is 81 um.

The clock network fraction of design power is 0%. The count of yosys warnings during synthesis is 0. Counting the clock-network buffers in the layout gives 0. The final critical path time including I/O delays and setup is 1.29 ns.

The count of buffer and inverter cells on the critical path is 3. The internal power contribution is 0.000289 W. Setup repair after global routing could not meet its margin everywhere. After its last routability iteration, the placer logged a weighted congestion of 0.841. The maximum frequency from static timing analysis is 773 MHz. Per the detail_route report, routed wire per instance is roughly 19 um. In the final report, the number of pins over their slew limit comes to 0. Counting endpoints that fail hold in the final report gives 0. The launch instance of the worst min-delay path is i1[8]. For this run, the total global-route usage over all layers was measured as between 8 and 9%.

During I/O placement, the number of pins put on the boundary was between 80 and 90. The delay of the slowest critical-path stage is roughly 0.50 ns. From bottom edge to top edge, the die measures 81 um. The synthesized area per cell is 21.2 um2. The flow ran to the end, but the final reports show violations. Of the available clock period, the critical path in the final layout requires 118%. The share of layout cells above drive strength 1 is 37.3%. The startpoint class of the critical path is an input port. Per the detail_route report, DRC violations left total 0. Buffers inserted to repair hold after CTS numbered 0. Sequential cells were found to cover 0% of the synthesized design area. In the floorplan report the effective utilization is 11.7%. The logs give a warning total of 35. The maximum fanout count along the critical path is 8.

The total area inside the core boundary comes to 3630 um2. The overall chip area is about 6600 um2. The switching portion of total power is 25.5%.

For the worst setup path, the data arrival time is 1.07 ns. The endpoint kind of the worst setup timing path is an output port. Synthesis instantiated 5 different standard cells from the library. The via total after detailed routing is 607. The number of placed instances, taps included, is roughly 150. In the post-route analysis, the smallest setup slack over all paths is -0.193 ns. The transition time recorded at the tightest slew-check pin is 0.0908 ns. Entering global routing, the biggest net connects 9 pins. The floorplan has 22 rows.

For this design, the slowest cell found on the critical path is mux4_2. The max capacitance violation total is 0. Synthesis produced 20 cells. At the worst endpoint, the required time is 0.88 ns.

After global routing the overflow that remains totals 0. The number of global-route vias before repair came to 723.
## power groups by stage
stage	sequential (W)	clock (W)	combinational (W)
after CTS	0	0	0.000396
after global routing	0	0	0.000422
final	0	0	0.000388
## layer usage
metal	track usage, %	up-vias	share of wire [%]
met1	10.1	275	39
met5	0	-	0
met4	0	0	0
met3	4.45	0	17
met2	13.6	62	44
li1	-	270	-
## cell usage after synthesis
library cell / number / share of area [%]
buf_2: 2 / 2.4
buf_12: 1 / 4.7
buf_6: 1 / 2.7
mux4_1: 6 / 37
mux4_2: 10 / 53
## logic make-up (layout without fill, tap and decap cells)
| group | Yosys count | count (layout) | share of synthesized area [%] |
|---|---|---|---|
| buffers and inverters | 4 | 86 | 9.73 |
| multiplexers | 16 | 16 | 90.3 |
## path summary, 6_finish.rpt
path                      to  cells past startpoint
setup / recovery  result[13]                      4
hold / removal     result[8]                      3
## cells in the final DEF (no fill, tap or decap), drive strengths merged
cell type,Yosys,layout
mux4,16,16
bufbuf,0,1
buf,4,21
dlygate4sd2,0,64
## repair_timing
item | 4_1_cts | 5_1_grt
pin swaps | 0 | 0
gates cloned | 2 | 0
resized | 132 | 1
endpoints found under the setup margin | 16 | 16
buffers inserted | 0 | 0
endpoints found under the hold margin | 0 | 0
## metrics by stage
stage / setup slack (ns) / hold slack [ns] / instance area, um2 / power, W / util (%)
global route: -0.232 / 0.943 / 1190 / 0.000422 / 32.6
floorplan: -0.0280 / 0.599 / 433 / 0.000126 / -
detailed placement: -1.04 / 1.57 / 1300 / 0.000498 / 35.9
global placement: -1.04 / 1.57 / 1300 / 0.000498 / 35.9
finish: -0.193 / 0.924 / 1190 / 0.000388 / 32.6
CTS: -0.219 / 0.931 / 1180 / 0.000396 / 32.5
## final cells by class
type                       count  area, um2  share of cell area, %
multi-input combinational     16        360                   30.4
timing repair buffer          86        766                   64.6
tap                           48       60.1                   5.06
Power is estimated from default activity; no workload was simulated.
