### flow/run.sh
#!/bin/bash
# OpenROAD 26Q1-2900-gdf79404cd8, Yosys 0.63+post, stock flow scripts
make -C /OpenROAD-flow-scripts/flow DESIGN_CONFIG=/design/flow/config.mk WORK_HOME=/design/flow/orfs finish
### flow/config.mk
export PLATFORM = sky130hd
export DESIGN_NAME = MUX2_1
export DESIGN_NICKNAME = MUX2_1
export VERILOG_FILES = /design/flow/design.v
export SDC_FILE = /design/flow/constraint.sdc
export NUM_CORES = 4
export LEC_CHECK = 1
export CORE_AREA = 10 10 70 70
export DIE_AREA = 0 0 80 80
### flow/constraint.sdc
current_design MUX2_1

set clk_period 1.0
set clk_io_pct 0.2

create_clock -name clk0 -period $clk_period

set non_clock_inputs [all_inputs -no_clocks]
set_input_delay [expr $clk_period * $clk_io_pct] -clock clk0 $non_clock_inputs
set_output_delay [expr $clk_period * $clk_io_pct] -clock clk0 [all_outputs]
### flow/design.v
module MUX2_1 (i1, i2, s, result);
    input [16 - 1 : 0] i1;
    input [16 - 1 : 0] i2;
    input s;
    output [16 - 1 : 0] result;
    assign result = s ? i2 : i1; 
endmodule
==> flow_summary.json <==
{
  "hp-start": "i1[5]",
  "drtIter0Drc": 2,
  "antenna_found_initial": 0,
  "arrival_ns": 0.86,
  "grt_start_max_net_pins": 9,
  "drv_slew": 0,
  "io_pins": 49,
  "leakagePower_nw": 0.417,
  "crit_path_end_kind": "output port",
  "max_cap_violations": 0,
  "ys_warn_count": 0,
  "wl_per_cell_um": 12.4,
  "stdcell_count": 113,
  "logic_area_um2": 240,
  "slowest_delay_ns": 0.30,
  "outcome": "complete, but fails checks",
  "fin_crit_sh_pct": 106,
  "rsz0062_at_grt": "yes",
  "grt_pass1_vias": 430,
  "cp-startpoint": "s",
  "fillers": 374,
  "yosys_cells": 18,
  "swShare_pct": 22.4,
  "critical_path_buf_inv_count": 3,
  "dr.pass1.iters": 2,
  "syn-instance-count": 18,
  "ys_seq_share_pct": 0,
  "cp_common_cell": "buf_12",
  "dp_cells": 112,
  "relSlewSlack_pct": 95.3,
  "syn_area_per_cell_um2": 13.8,
  "postCtsHoldBufs": 0,
  "p_seq_share_pct": 0,
  "p_comb_share_pct": 100.0,
  "cp_top_family": "buffers and inverters",
  "cp_slowest_cell": "mux2_4",
  "cp-start-kind": "input port",
  "initCoreUtil_pct": 7.29,
  "grt_use_total_pct": 4.20,
  "hp-class": "input port to output port",
  "clkPwrFrac_pct": 0,
  "syn2layout_area_growth_pct": 219,
  "path_cells": "buf_12 > buf_12 > mux2_4 > buf_6",
  "diodes": 0,
  "post_cts_buffers": 0,
  "ant_nets": 0,
  "grt_pass1_wl_um": 2190,
  "drc_errors": 0,
  "die_area_mm2": 0.00640,
  "ff_count": 0,
  "drive_above_1_share_pct": 52.2,
  "chipWidth_um": 80,
  "portBuffers": 49,
  "warnings": 34,
  "route.vias.total": 359,
  "rows": 21,
  "hold_viol": 0,
  "synth_area_um2": 249,
  "synthTopCellsByArea": "mux2_4 (60%), mux2_2 (27%), buf_12 (8.0%)",
  "fin_crit_ns": 1.06,
  "internal_power_w": 0.000234,
  "hpwl_um": 1220,
  "holdPathStages": 3,
  "yosys.cell_types.count": 4,
  "yosys-stat-area_um2": 249,
  "lay_top_cells": "dlygate4sd2_1 (32), mux2_4 (16), buf_6 (11)",
  "layout_top_cell": "dlygate4sd2_1",
  "ff_latch_area_um2": 0,
  "p_sw_w": 0.0000674,
  "holdPathEnd": "result[5]",
  "gp_congestion": 0.815,
  "timing.setup.tns_ns": -0.817,
  "drt_wl_total_um": 1410,
  "yosysTopAreaCell": "mux2_4",
  "crit_fanout": 8,
  "worstSetupPathType": "input port to output port",
  "synth_top_area_share_pct": 60.3,
  "crit_required_ns": 0.80,
  "power_w": 0.000301,
  "tightest_slew_ns": 0.0710,
  "powerDensity_mw_per_mm2": 379,
  "final_core_util_pct": 23.3,
  "num-clock-buffers": 0,
  "fp.coreArea_mm2": 0.00342,
  "max-vdd-ir-drop_uv": 151,
  "fin_ws_ns": -0.0564,
  "fmax_ghz": 0.947,
  "die_y_um": 80,
  "violations": "setup timing",
  "grt_overflow": 0,
  "viasPerCell": 3.18,
  "setup_viol": 16
}
Yosys cell counts (all sizes together):
| master | count |
|---|---|
| mux2 | 16 |
| buf | 2 |
cell families (layout without fill, tap and decap cells):
family / after synthesis / count (layout) / synth area share (%)
buffers and inverters: 2 / 51 / 12.6
multiplexers: 16 / 16 / 87.4
worst max-delay path by stage:
stage / depth (start not counted) / slack (ns) / endpoint
4_1_cts: 4 / -0.06 / result[15]
5_1_grt: 4 / -0.07 / result[6]
6_report: 4 / -0.06 / result[14]
final cells by class:
cell class         count  share of cell area [%]
multi-input cells     16                    30.2
well taps             46                    7.24
repair buffers        51                    62.5
power by group through the flow:
stage | clock network (W) | registers [W] | logic (W)
global route | 0 | 0 | 0.000326
CTS | 0 | 0 | 0.000286
finish | 0 | 0 | 0.000301
stage by stage:
| stage | setup slack (ns) | hold WS (ns) | instance area [um^2] |
|---|---|---|---|
| after floorplan | 0.0725 | 0.498 | 249 |
| after global placement | -0.846 | 1.44 | 786 |
| after detailed placement | -0.853 | 1.44 | 786 |
| after CTS | -0.0602 | 0.801 | 763 |
| after global routing | -0.0712 | 0.812 | 795 |
| final | -0.0564 | 0.794 | 795 |
metal layers:
layer	global-route usage, %	vias to the layer above	part of all wire, %
met5	0	-	0
met4	0	0	0
met3	3.30	0	23
met2	4.49	49	24
met1	6.39	143	53
li1	-	167	-
repair_timing:
item / 4_1_cts / 5_1_grt
gates cloned: 1 / 0
resized: 102 / 5
setup endpoints to repair: 16 / 16
No activity file was given, so power comes from the tool's default toggle rates.
